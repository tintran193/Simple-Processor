$ cat flow/config.mk
export PLATFORM = sky130hd
export DESIGN_NAME = simproc
export DESIGN_NICKNAME = simproc
export VERILOG_FILES = /design/flow/design.v
export SDC_FILE = /design/flow/constraint.sdc
export NUM_CORES = 4
export LEC_CHECK = 1
export CORE_AREA = 10 10 70 70
export DIE_AREA = 0 0 80 80
export SYNTH_HDL_FRONTEND = slang
$ cat flow/constraint.sdc
current_design simproc

set clk_period 2.1
set clk_io_pct 0.2

create_clock -name clk0 -period $clk_period [get_ports {MClock}]
create_clock -name clk1 -period $clk_period [get_ports {PClock}]

set non_clock_inputs [all_inputs -no_clocks]
set_input_delay [expr $clk_period * $clk_io_pct] -clock clk0 $non_clock_inputs
set_output_delay [expr $clk_period * $clk_io_pct] -clock clk0 [all_outputs]
$ cat flow/design.v
module controlunit #(
	parameter WIDTH = 9
)(
	input logic [WIDTH-1:0] IRout,
	input logic Clock,
	input logic Resetn,
	input logic Run,
	output logic Done,
	output logic [7:0] Rout,
	output logic [7:0] Rin,
	output logic Gout, DINout,
	output logic IRin, Ain, Gin, AddSub,
	output logic pc_inc
);
logic [2:0] opcode;
logic [7:0] XReg, YReg;
assign opcode = IRout[8:6];
dec3to8 decoderX (IRout[5:3], 1'b1, XReg);
dec3to8 decoderY (IRout[2:0], 1'b1, YReg);
typedef enum logic [1:0] {
	T0 = 2'b00,
	T1 = 2'b01,
	T2 = 2'b10,
	T3 = 2'b11
} state_t;
state_t Tstep_Q, Tstep_D;
	always_ff@(posedge Clock or negedge Resetn) begin
		if(!Resetn) Tstep_Q <= T0;
		else Tstep_Q <= Tstep_D;
	end
always_comb
begin  
	Tstep_D = Tstep_Q;
	case (Tstep_Q)  
		T0:  
			if (!Run) Tstep_D = T0;  
			else Tstep_D = T1; 
		T1: 
			if (Done) Tstep_D = T0;  
			else Tstep_D = T2;
		T2: Tstep_D = T3;
		T3: Tstep_D = T0;
		default: Tstep_D = T0;
	endcase  
end 
always_comb
	begin
	IRin = 1'b0; 
	Rin = 8'b00000000; 
	Rout = 8'b00000000; 
	DINout = 1'b0;
	Gout = 1'b0;
	Ain = 1'b0;
	AddSub = 1'b0;
	Gin = 1'b0;
	Done = 1'b0;
	pc_inc = 1'b0; 
		case (Tstep_Q)  
			T0:  
				begin
					IRin = 1'b1;
					pc_inc = 1'b1;  
				end
			T1:  
				case (opcode) 
					3'b000:  
						begin
							Rout = YReg;
							Rin = XReg;
							Done = 1'b1;
						end
					3'b001:  
						begin
							DINout = 1'b1; 
							Rin = XReg;
							pc_inc = 1'b1; 
							Done = 1'b1;
						end
					3'b010, 3'b011:  
						begin
							Rout = XReg;
							Ain = 1'b1;
						end
				endcase
			T2:  
				case (opcode)
					3'b010: 
						begin
							Rout = YReg;
							Gin = 1'b1;
							AddSub = 1'b0;
						end
					3'b011:
						begin
							Rout = YReg;
							Gin = 1'b1;
							AddSub = 1'b1;
						end
				endcase
			T3:  
				case (opcode)
					3'b010, 3'b011:
						begin
							Gout = 1'b1;
							Rin = XReg;
							Done = 1'b1;
						end
				endcase
		endcase
	end
endmodule
module datapath #(
	parameter WIDTH = 9
)(
	input logic [WIDTH-1:0] DIN,
	input logic Clock,
	input logic Resetn,
	output logic [WIDTH-1:0] BusWires,
	input logic [7:0] Rout,
	input logic [7:0] Rin,
	input logic Gout, DINout,
	input logic IRin, Ain, Gin, AddSub,
	output logic [WIDTH-1:0] IRout, 
	output logic [WIDTH-1:0] A,G,AddSub_Res,
	output logic [WIDTH-1:0] R0,R1,R2,R3,R4,R5,R6,R7
);
regn #(.WIDTH(WIDTH)) reg_IR (DIN, IRin, Clock, Resetn, IRout);
regn #(.WIDTH(WIDTH)) reg_R0 (BusWires, Rin[0],Clock, Resetn, R0);
regn #(.WIDTH(WIDTH)) reg_R1 (BusWires, Rin[1],Clock, Resetn, R1);
regn #(.WIDTH(WIDTH)) reg_R2 (BusWires, Rin[2],Clock, Resetn, R2);
regn #(.WIDTH(WIDTH)) reg_R3 (BusWires, Rin[3],Clock, Resetn, R3);
regn #(.WIDTH(WIDTH)) reg_R4 (BusWires, Rin[4],Clock, Resetn, R4);
regn #(.WIDTH(WIDTH)) reg_R5 (BusWires, Rin[5],Clock, Resetn, R5);
regn #(.WIDTH(WIDTH)) reg_R6 (BusWires, Rin[6],Clock, Resetn, R6);
regn #(.WIDTH(WIDTH)) reg_R7 (BusWires, Rin[7],Clock, Resetn, R7);
regn #(.WIDTH(WIDTH)) reg_A (BusWires, Ain, Clock, Resetn, A);
AddSub #(.WIDTH(WIDTH)) iAddSub (A,BusWires,AddSub,AddSub_Res);
regn #(.WIDTH(WIDTH)) reg_G (AddSub_Res, Gin,Clock, Resetn, G);
muxn #(.WIDTH(WIDTH)) imuxn (
    .DIN(DIN),            
    .R0(R0),                
	 .R1(R1),
	 .R2(R2),
	 .R3(R3),
	 .R4(R4),
	 .R5(R5),
	 .R6(R6),
	 .R7(R7),
    .G(G),                
    .DINout(DINout),      
    .Rout(Rout),          
    .Gout(Gout),          
    .Bus(BusWires)        
);
endmodule
module MyROM
#(parameter int unsigned width = 9,
parameter int unsigned depth = 32,
parameter string intFile = "my_ROM.mif",
parameter int unsigned addrBits = 5)
(
input logic CLK,
input logic [addrBits-1:0] ADDRESS,  
output logic [width-1:0] DATAOUT  
);
(*ram_init_file = intFile*)
logic [width-1:0] rom [0:depth-1];  
always_ff @ (posedge CLK)
begin
	DATAOUT <= rom[ADDRESS];
end
endmodule : MyROM
module proc #(
	parameter WIDTH = 9
)(
	input logic [WIDTH-1:0] DIN,
	input logic Clock,
	input logic Resetn,
	input logic Run,
	output logic Done,
	output logic [WIDTH-1:0] BusWires,
	output logic pc_inc,
	output logic [WIDTH-1:0] IRout, A,G,AddSub_Res,
	output logic [WIDTH-1:0] R0,R1,R2,R3,R4,R5,R6,R7
);
	logic [7:0] Rin;  
	logic [7:0] Rout;  
	logic Gout, DINout;
	logic Ain, Gin, AddSub, IRin;
	datapath M_DP (
		.DIN(DIN),
		.Clock(Clock),
		.Resetn(Resetn),
		.BusWires(BusWires),		
		.Rout(Rout),
		.Rin(Rin),
		.Gout(Gout), 
		.DINout(DINout),
		.IRin(IRin),
		.Ain(Ain),
		.Gin(Gin), 
		.AddSub(AddSub),
		.IRout(IRout),
		.R0(R0),
		.R1(R1),
		.R2(R2),
		.R3(R3),
		.R4(R4),
		.R5(R5),
		.R6(R6),
		.R7(R7),
		.A(A),
		.G(G),
		.AddSub_Res(AddSub_Res)
	);
	controlunit M_CU (
		.IRout(IRout),
		.Clock(Clock),
		.Resetn(Resetn),
		.Run(Run),
		.Done(Done),
		.Rout(Rout),
		.Rin(Rin),
		.Gout(Gout), 
		.DINout(DINout),
		.IRin(IRin), 
		.Ain(Ain), 
		.Gin(Gin), 
		.AddSub(AddSub),
		.pc_inc(pc_inc)
	);
endmodule
module regn #(
    parameter WIDTH = 9
)(
    input  logic [WIDTH-1:0] RegIn,      
    input  logic Rin,    
    input  logic Clock,  
    input  logic Resetn, 
    output logic [WIDTH-1:0] RegOut       
);
    always_ff @(posedge Clock or negedge Resetn) begin
        if (!Resetn) begin
            RegOut <= 9'b000000000;                
        end else if (Rin) begin
            RegOut <= RegIn;             
        end
    end
endmodule
module muxn 
#(
    parameter WIDTH = 9
) (
	input logic [WIDTH-1:0] DIN,
	input logic [WIDTH-1:0] R0,R1,R2,R3,R4,R5,R6,R7,
	input logic [WIDTH-1:0] G,
	input logic DINout,
	input logic [7:0] Rout,
	input logic Gout,
	output logic [WIDTH-1:0] Bus
);
	always_comb begin
		if(Rout[0]) Bus = R0;
		else if(Rout[1]) Bus = R1;
		else if(Rout[2]) Bus = R2;
		else if(Rout[3]) Bus = R3;
		else if(Rout[4]) Bus = R4;
		else if(Rout[5]) Bus = R5;
		else if(Rout[6]) Bus = R6;
		else if(Rout[7]) Bus = R7;
		else if(DINout) Bus = DIN;
		else if(Gout) Bus = G;
		else Bus = {WIDTH{1'b0}};
	end
endmodule
module AddSub 
#(
    parameter WIDTH = 9
)
(
    input  logic [WIDTH-1:0] A,          
    input  logic [WIDTH-1:0] Bus_datain,   
    input  logic AddSub_ctrl,
    output logic [WIDTH-1:0] AddSub_out      
);
    always_comb begin
        if (AddSub_ctrl == 1'b0) begin
            AddSub_out = A + Bus_datain;
        end else begin
            AddSub_out = A + ~Bus_datain + AddSub_ctrl;
        end
    end
endmodule
module dec3to8 (
	input logic [2:0] W,
	input logic EN,
	output logic [7:0] Y
);
	always_comb begin
		if (EN == 1'b1) begin
			case(W)
				3'b000: Y = 8'b00000001;
				3'b001: Y = 8'b00000010;
				3'b010: Y = 8'b00000100;
				3'b011: Y = 8'b00001000;
				3'b100: Y = 8'b00010000;
				3'b101: Y = 8'b00100000;
				3'b110: Y = 8'b01000000;
				3'b111: Y = 8'b10000000;
			endcase
		end else
			Y = 8'b00000000;
	end
endmodule
module simproc (
    input logic MClock,    
    input logic PClock,    
    input logic Resetn,
    input logic Run,
    output logic [8:0] BusWires,
    output logic Done,
	 output logic [8:0] IRout, A,G,AddSub_Res,
	 output logic [8:0] R0,R1,R2,R3,R4,R5,R6,R7,
	 output logic [4:0] pc_addr,
    output logic [8:0] rom_data,
	 output logic pc_inc
);
    always_ff @(posedge PClock or negedge Resetn) begin
        if (!Resetn)
            pc_addr <= 5'b00000;
        else if (pc_inc)
            pc_addr <= pc_addr + 1'b1;
    end
    MyROM #(.width(9), .depth(32)) inst_ROM (
        .CLK(MClock),
        .ADDRESS(pc_addr),
        .DATAOUT(rom_data)
    );
    proc inst_processor (
        .DIN(rom_data),
        .Clock(PClock),
        .Resetn(Resetn),
        .Run(Run),
        .Done(Done),
        .BusWires(BusWires),
        .pc_inc(pc_inc),  
		  	.R0(R0),
			.R1(R1),
			.R2(R2),
			.R3(R3),
			.R4(R4),
			.R5(R5),
			.R6(R6),
			.R7(R7),
			.IRout(IRout),
			.A(A),
			.G(G),
			.AddSub_Res(AddSub_Res)
    );
endmodule
$ cat flow/run.sh
#!/bin/bash
# OpenROAD 26Q1-2900-gdf79404cd8, Yosys 0.63+post, stock flow scripts
make -C /OpenROAD-flow-scripts/flow DESIGN_CONFIG=/design/flow/config.mk WORK_HOME=/design/flow/orfs finish
==> run summary <==
yosys + openroad results -> OpenROAD warnings=27, Worst path top cell family by delay=flip-flops, gpl congestion=0.708, Boundary Pins=137, Worst Setup Path Type=flop to output pin, CTS root buffer=clkbuf_4, synthesized instance count=156, placed cells=219, WL final=2650 um, FP Core Util=0.415, setup TNS=0 ns, hold-critical path depth=0, core region area=3420 um^2, min-delay worst type=flop to flop, initial antenna violation count=0, fillers=349, GRT overflow=0, max cap viols=0, synthesized area per cell=9.08 um^2, Syn Std Cell Area=1420 um^2, largest net degree at the start of global routing=17, CP required=1.68 ns, Largest type area fraction=0.572, Area Overhead vs Synth=-1.86%, flops out of synthesis=16, Critical Path Fanout Max=11, Hold Startpoint=inst_processor.M_DP.reg_R0.RegOut[7], RR Endpoint=pc_addr[1], r2r startpoint=pc_addr[0], Layout Cells excl Fill=223, WP data arrival=1.47 ns, Synth warnings=0, CTS sink cnt=16, max-slew violations=0, CP max stage cell=dfrtp_1, layout cell share with drive strength beyond 1=0.0508, clock tree buffer depth=2, DRC violation count after routing=0, Buf/Inv on CP=1, cell count listed in synth_stat.txt=156, RSZ-0062 raised after global routing=no, Hold Crit Endpoint=inst_processor.M_DP.reg_R0.RegOut[7], Worst R2R Path Depth=2, Core Util, Final=0.407, status=complete, no violations, cell row count=21, vias per inst=3.04, max incr delay on CP=0.50 ns, HPWL Detailed=2430 um, flop-to-flop setup slack=1.01 ns, vias=678, cell-by-cell trace of the critical path=and2_1, clkdlybuf4s50_1, Worst-path clk slew=0.09 ns, YS chip area=1420 um^2, DP Area=1350 um^2, CTS tree=built, Final Hold Violating Endpoints=0, number of diodes=0, chip height=80 um, GRT Overall Usage=0.0654, drt pass-1 iters=3, Port-buffer cells=36, global-route wire length before repair=3590 um, setup violators final=0, Worst Setup End Kind=output pin, CTS H-tree lvls=1, Initial DRC Count=16, post-route cell area=1390 um^2, CTS Hold Bufs=0, Synth cell types=16, full die area=6400 um^2, Top cells by area=buf_4, dfrtp_1, and2_1, CTS buffer count=3, Post-DRT Antenna Nets=0, Critical Path Source Type=flop, Seq share, synth=0.284, Worst Skew=0.000175 ns, vias in the first global route=752, Pleak=0.768 nW, Gates resized, CTS repair=0, Tot Pwr=0.521 mW, Peak VDD IR=0.138 mV, routed len/inst=11.9 um, Die X=80 um, Post-CTS Setup Inserts=0, post-synth top area cell=buf_4, pwr/cell area=375 nW/um^2
==> cells by family (layout without fill, tap and decap cells) <==
family,count (synthesis),count (layout),share of synthesized area
AOI/OAI and AO/OA,1,1,0.00618
xor gates and xnor gates,4,4,0.0247
DFF,16,16,0.284
buffers and inverters,119,42,0.607
adders and majority gates,1,1,0.00883
and+or+nand+nor,13,13,0.0565
other,1,99,0.00265
muxes,1,1,0.0106
==> layout by cell type (no fill, tap or decap) <==
cell type        Yosys  layout
and2_1               9       9
ha_1                 1       1
clkbuf_8             0       1
buf_4              108       1
dfrtp_1             15      15
dfstp_2              1       1
xnor2_1              3       3
a21o_2               1       1
and2_2               1       1
nand2_1              1       1
mux2_4               1       1
nand4_1              2       2
clkbuf_4             0       3
clkdlybuf4s50_1      0      36
conb_1               1      99
xor2_1               1       1
inv_1                1       1
==> how the worst max path moves through the flow <==
stage                               from           to  slack [ns]  cells past startpoint
4_1_cts   inst_processor.M_CU.Tstep_Q[2]  BusWires[2]        0.16                      2
5_1_grt   inst_processor.M_CU.Tstep_Q[2]  BusWires[2]        0.08                      2
6_report  inst_processor.M_CU.Tstep_Q[2]  BusWires[2]        0.21                      2
==> layer usage <==
| metal | vias to the layer above | wire length (um) | global-route usage |
|---|---|---|---|
| met5 | - | 0 | 0 |
| met4 | 0 | 31 | 0.0123 |
| met3 | 2 | 379 | 0.0216 |
| met2 | 73 | 1270 | 0.115 |
| met1 | 301 | 972 | 0.0759 |
| li1 | 302 | - | - |
==> state kept, by name (all words and copies together), names as in the netlist <==
register and count:
pc_addr 5, inst_processor.M_DP.reg_R0.RegOut 9, inst_processor.M_CU.Tstep_Q 2
==> cells in the mapped netlist <==
cell type,count
a21o_2,1
and2_1,9
and2_2,1
buf_4,108
buf_6,1
clkbuf_1,9
conb_1,1
dfrtp_1,15
dfstp_2,1
ha_1,1
inv_1,1
mux2_4,1
nand2_1,1
nand4_1,2
xnor2_1,3
xor2_1,1
==> area by class of cell <==
cell class,count,area (um^2),share of cell area
multi-input cells,119,523,0.376
inverters,1,3.75,0.00270
clock buffers,4,36.3,0.0261
well taps,46,57.6,0.0414
repair buffers,37,368,0.265
flip-flops and latches,16,402,0.289
==> power by group <==
part	internal (mW)	switching [mW]
registers	0.308	0
logic	0.00461	0.0180
clock network	0.105	0.0855
==> worst reg2reg max path: cells and delay by family (launching register included) <==
family,cells,cell delay [ns]
fa+ha+maj,1,0.30
flops,1,0.43
mux,1,0.25
==> through the flow <==
stage	hold WS [ns]	setup WS, ns
after floorplan	0.124	1.00
after global placement	0.378	0.523
after detailed placement	0.381	0.490
after CTS	0.402	0.161
after global routing	0.418	0.0834
final	0.394	0.213
No activity file was given, so power comes from the tool's default toggle rates.
